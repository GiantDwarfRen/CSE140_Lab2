`/design/flow/run.sh`:
```
#!/bin/bash
# OpenROAD 26Q1-2900-gdf79404cd8, Yosys 0.63+post, stock flow scripts
make -C /OpenROAD-flow-scripts/flow DESIGN_CONFIG=/design/flow/config.mk WORK_HOME=/design/flow/orfs finish
```
`/design/flow/design.v`:
```
module ct_mod_month #(parameter N = 12) (
	input 					clk,
							rst,
							en,
	output logic[6:0]		ct_out,
	output logic			z);
	logic[6:0] next_ct;
	always_ff @(posedge clk)
		ct_out <= next_ct;
	always_comb
		if (rst)
			next_ct = 1;
		else if (en)
			next_ct = (ct_out) % N + 1;
		else 
			next_ct = ct_out;
	always_comb z = ct_out == N;
endmodule
```
`/design/flow/constraint.sdc`:
```
current_design ct_mod_month

set clk_period 3.6
set clk_io_pct 0.2

create_clock -name clk0 -period $clk_period [get_ports {clk}]

set non_clock_inputs [all_inputs -no_clocks]
set_input_delay [expr $clk_period * $clk_io_pct] -clock clk0 $non_clock_inputs
set_output_delay [expr $clk_period * $clk_io_pct] -clock clk0 [all_outputs]
```
`/design/flow/config.mk`:
```
export PLATFORM = sky130hd
export DESIGN_NAME = ct_mod_month
export DESIGN_NICKNAME = ct_mod_month
export VERILOG_FILES = /design/flow/design.v
export SDC_FILE = /design/flow/constraint.sdc
export NUM_CORES = 4
export LEC_CHECK = 1
export CORE_AREA = 10 10 70 70
export DIE_AREA = 0 0 80 80
```
==> impl_metrics.tcl <==
# place-and-route summary
set metrics [dict create \
    final_cell_area_um2 891 \
    routed_wl_um 1790 \
    yosysWarnings 1 \
    die_y_um 80 \
    reg_top3 "ct_out x7" \
    tightest_slew_ns 0.562 \
    cp.depth 7 \
    htree_levels 1 \
    place.gp.congestion 0.892 \
    die_w_um 80 \
    fin_setup_tns_ns 0 \
    worstPathCellList "ha_1 -> a21oi_1 -> or2_1 -> a311oi_4 -> a21oi_2 -> or3_1 -> a31oi_1" \
    clock-skew-final_ns 0.00304 \
    rsz0062_at_grt "no" \
    first_pass_iters 4 \
    vias 728 \
    synthCells 93 \
    critPathRequiredTime_ns 3.78 \
    insertion_delay_ns 0.25 \
    yosysTopAreaCellShare_pct 18.9 \
    maxSlewHeadroom_pct 62.5 \
    vias_per_cell 4.95 \
    avgSynthCellArea_um2 7.99 \
    critPathArrivalTime_ns 2.73 \
    grt_overflow 0 \
    largest_reg_flops 7 \
    cts_repair_resize_count 0 \
    ys_chip_area_um2 743 \
    initial_core_util_pct 21.8 \
    synth_flops 7 \
    antenna_left 0 \
    comb_area_um2 544 \
    instances_no_fill 147 \
    synth_stat.cells 93 \
    p_leak_uw 0.000267 \
    async_reset_ff_share_pct 0 \
    drtIter0Drc 38 \
    ys_seq_share_pct 18.9 \
    fin_ws_ns 1.05 \
    path_max_fanout 19 \
    path_buffers 0 \
    setup_viol 0 \
    regMostFlops "ct_out" \
    crit_family "AND-OR/OR-AND gates" \
    numCtsBuffers 3 \
    cts.clk_slew.worst_paths_ns 0.05 \
    post_dp_cell_area_um2 865 \
    yosysTopAreaCell "dfxtp_1" \
    hp-class "flip-flop to flip-flop" \
    layout.area.seq_um2 140 \
    port_buffers 10 \
    final_max_slew_viol_count 0 \
    ys_types 42 \
    row_count 21 \
    ir_drop_v 0.000156 \
    cap_violations 0 \
    ys.flop_type "dfxtp_1" \
    cts_root_buf "clkbuf_4" \
    regToRegSetupSlack_ns 1.05 \
    cts_sinks 7 \
    preCtsSetupSlack_ns 1.09 \
    fmax_mhz 392 \
    drc 0 \
    total_power_uw 215 \
    edf_count 0 \
    cp-start-kind "flip-flop" \
    dpl.hpwl_um 1320 \
    cp_slowest_stage_delay_ns 0.67 \
    crit_slowest_cell "dfxtp_1" \
    die_area_mm2 0.00640 \
    core_mm2 0.00342 \
    cts_setup_buffers 0 \
    grt_pass1_vias 692 \
    drive_gt1_share_pct 9.90 \
    grt_pass1_wl_um 3150 \
    syn_to_final_growth_pct 19.9 \
    ctsHoldBuffers 0 \
    lay_top_count "clkdlybuf4s50_1" \
    ctsLongestPathBuffers 2 \
    outcome "complete, no violations" \
    top_cells_by_area "dfxtp_1, ha_1, a21oi_1, a311oi_4, o2111ai_1" \
    cts_tree "done" \
    period_used_pct 70.8 \
    grt_max_degree 20 \
    lay_top_cells "clkdlybuf4s50_1, dfxtp_1, inv_1, a21oi_1, nor2_1" \
    wire_per_inst_um 12.2 \
    crit_type "flip-flop to flip-flop" \
    worstSetupEndpointType "flip-flop" \
    hold_violations 0 \
    io_pins 11 \
    grt_antenna_before_repair 0 \
    syn_area_um2 743 \
    holdPathStages 2 \
    track_usage_pct 5.79 \
    period_minus_slack_ns 2.55 \
    reg2regPathDepth 7 \
    antennaDiodeCount 0 \
    dp_cells 143 \
    power.density_mw_per_mm2 241 \
    fill_cells 393 \
    openroad.warnings 26 \
]
## worst paths after layout
path / start / endpoint
worst max-delay path: ct_out[6] / ct_out[6]
worst min-delay path: ct_out[1] / ct_out[1]
worst max register to register: ct_out[6] / ct_out[6]
worst min register to register: ct_out[1] / ct_out[1]
## worst register-to-register path: stages, from the launching register on
cell and delay, ns:
dfxtp_1 0.67, ha_1 0.38, a21oi_1 0.10, or2_1 0.26
a311oi_4 0.47, a21oi_2 0.06, or3_1 0.36, a31oi_1 0.17
## final cells by class
| class | count | share of cell area (%) |
|---|---|---|
| flip-flops and latches | 7 | 15.7 |
| multi-input cells | 74 | 61.1 |
| clock buffers | 4 | 2.95 |
| repair buffers | 10 | 11.2 |
| inverters | 6 | 2.53 |
| well taps | 46 | 6.46 |
## kinds of logic (layout without fill, tap and decap cells)
logic type	Yosys count	count (layout)	share of synthesized area, %
muxes	1	1	1.35
DFF	7	7	18.9
xor gates and xnor gates	3	3	3.54
buffers and inverters	12	20	7.91
AOI/OAI and AO/OA	27	27	29.1
adders and majority gates	3	3	5.05
and+or+nand+nor	40	40	34.2
## synth_stat cells, types with 2 or more instances
cell type / count
nor2_1: 6
o211ai_1: 3
or2_1: 2
a21boi_0: 3
nand3_1: 5
clkbuf_1: 2
nor3_1: 2
a41o_1: 2
ha_1: 3
or3_1: 3
dfxtp_1: 7
xnor2_1: 3
nand2b_1: 2
nand2_1: 4
nand4_1: 3
buf_2: 2
o2111ai_1: 3
or3b_1: 2
inv_1: 6
nand3b_1: 3
a21oi_1: 6
## where the power goes
group          leakage, µW  switching, µW  internal, µW  total [µW]
logic             0.000194           22.9          26.9        49.8
registers        0.0000573           8.73          82.3        91.0
clock network    0.0000150           31.5          42.5        73.9
total             0.000267           63.1           152         215
## per-stage QoR
| stage | util [%] | hold slack, ns |
|---|---|---|
| detailed placement | 25.3 | 0.544 |
| floorplan | - | 0.483 |
| global route | 26.1 | 0.574 |
| finish | 26.1 | 0.550 |
| global placement | 25.3 | 0.539 |
| CTS | 26.1 | 0.557 |
## metal layers
metal / up-vias / global-route usage [%] / share of wire (%) / wire, µm
li1: 372 / - / - / -
met1: 333 / 8.41 / 50 / 895
met2: 23 / 8.35 / 43 / 774
met3: 0 / 1.59 / 6.8 / 121
met4: 0 / 1.06 / 0 / 0
met5: - / 0 / 0 / 0
Power figures rest on the tool's default switching activity, not on a simulated workload.
