--- design.v ---
module alarm(
  input[6:0]   tmin,
               amin,
			   thrs,
			   ahrs,
			   alarmon,						 
  output logic buzz
);
  always_comb
    buzz = (alarmon) && (tmin==amin) && (thrs==ahrs);
endmodule
module ct_mod_N #(parameter N=60)(
  input clk, rst, 
        en,			  
  output logic[6:0] ct_out,
  output logic      z);
  always_ff @(posedge clk)	 begin :clk_loop
    if(rst)	begin :reset_loop
	  ct_out <= 0;
	end			  :reset_loop
	else if(en)	begin
	  ct_out <= (ct_out+1)%N;	   
    end
  end	  :clk_loop
  always_comb begin z = ct_out==(N-1); end   
endmodule
module lcd_int(
  input[6:0] bin_in,
  output logic [6:0] Segment1,
                     Segment0);
  logic[3:0] bin0;
  assign bin0 = bin_in % 10;   
  logic[3:0] bin1;
  assign bin1 = bin_in/10;
  always_comb case(bin0) 
    4'b0000 : Segment0 = 7'h7E;
    4'b0001 : Segment0 = 7'h30;
    4'b0010 : Segment0 = 7'h6D;				  
    4'b0011 : Segment0 = 7'h79;				  
    4'b0100 : Segment0 = 7'h33;          	  
    4'b0101 : Segment0 = 7'h5B;
    4'b0110 : Segment0 = 7'h5F;
    4'b0111 : Segment0 = 7'h70;
    4'b1000 : Segment0 = 7'h7F;
    4'b1001 : Segment0 = 7'h7B;
	default : Segment0 = 7'h00;
  endcase
    always_comb case(bin1) 
    4'b0000 : Segment1 = 7'h7E;
    4'b0001 : Segment1 = 7'h30;
    4'b0010 : Segment1 = 7'h6D;
    4'b0011 : Segment1 = 7'h79;
    4'b0100 : Segment1 = 7'h33;          
    4'b0101 : Segment1 = 7'h5B;
    4'b0110 : Segment1 = 7'h5F;
    4'b0111 : Segment1 = 7'h70;
    4'b1000 : Segment1 = 7'h7F;
    4'b1001 : Segment1 = 7'h7B;
	default : Segment1 = 7'h00;
  endcase
endmodule
module struct_diag #(parameter NS=60, NH=24)(
  input Reset,
        Timeset, 	   
        Alarmset,	   
		Minadv,
		Hrsadv,
		Alarmon,
		Pulse,		   
  output [6:0] S1disp, S0disp, 	    
               M1disp, M0disp, 
               H1disp, H0disp,
  output logic Buzz);	            
  logic[6:0] TSec, TMin, THrs,      
             AMin, AHrs;		    
  logic[6:0] Min, Hrs;
  logic Szero, Mzero, Hzero, 	    
        TMen, THen, AMen, AHen; 
	always_comb begin
		TMen = (Timeset && ~Alarmset) ? Minadv : Szero;
		THen = (Timeset && ~Alarmset) ? Hrsadv : (Mzero && Szero);
		AMen = (~Timeset && Alarmset && Minadv);
		AHen = (~Timeset && Alarmset && Hrsadv);
		Min = (~Alarmset) ? TMin : AMin;
		Hrs = (~Alarmset) ? THrs : AHrs;
	end
  ct_mod_N #(.N(NS)) Sct(
    .clk(Pulse), .rst(Reset), .en(!Timeset), 
    .ct_out(TSec), .z(Szero)
    );
  ct_mod_N #(.N(NS)) Mct(
    .clk(Pulse), .rst(Reset), .en(TMen), .ct_out(TMin), .z(Mzero)
    );
  ct_mod_N #(.N(NH)) Hct(
	.clk(Pulse), .rst(Reset), .en(THen), .ct_out(THrs), .z(Hzero)
    );
  ct_mod_N #(.N(NS)) Mreg(
    .clk(Pulse), .rst(Reset), .en(AMen), 
    .ct_out(AMin), .z()
    ); 
  ct_mod_N #(.N(NH)) Hreg(
    .clk(Pulse), .rst(Reset), .en(AHen), .ct_out(AHrs), .z()
    ); 
  lcd_int Sdisp(
    .bin_in    (TSec)  ,
	.Segment1  (S1disp),
	.Segment0  (S0disp)
	);
  lcd_int Mdisp(
    .bin_in    (Min),
	.Segment1  (M1disp),
	.Segment0  (M0disp)
	);
  lcd_int Hdisp(
    .bin_in    (Hrs),
	.Segment1  (H1disp),
	.Segment0  (H0disp)
	);
  alarm a1(
    .tmin(TMin), .amin(AMin), .thrs(THrs), .ahrs(AHrs), .alarmon(Alarmon), .buzz(Buzz)
	);
endmodule
--- run.sh ---
#!/bin/bash
# OpenROAD 26Q1-2900-gdf79404cd8, Yosys 0.63+post, stock flow scripts
make -C /OpenROAD-flow-scripts/flow DESIGN_CONFIG=/design/flow/config.mk WORK_HOME=/design/flow/orfs finish
--- config.mk ---
export PLATFORM = sky130hd
export DESIGN_NAME = struct_diag
export DESIGN_NICKNAME = struct_diag
export VERILOG_FILES = /design/flow/design.v
export SDC_FILE = /design/flow/constraint.sdc
export NUM_CORES = 4
export LEC_CHECK = 1
export CORE_UTILIZATION = 50
--- constraint.sdc ---
current_design struct_diag

set clk_period 7.1
set clk_io_pct 0.2

create_clock -name clk0 -period $clk_period [get_ports {Pulse}]

set non_clock_inputs [all_inputs -no_clocks]
set_input_delay [expr $clk_period * $clk_io_pct] -clock clk0 $non_clock_inputs
set_output_delay [expr $clk_period * $clk_io_pct] -clock clk0 [all_outputs]
==> notes.md <==
Flow results follow.

Per the final report, max-transition violations number 0. STA classifies the critical path startpoint as a primary input. Summing over every cut layer, the via total after detailed routing is 6,365. Per the final timing report, the hold violations number 0. The maximum number of pins on one net before global-route repair is 36. The initial DRC count is between 500 and 600. The data required time reported for the critical path is 5.68 ns. The horizontal die dimension reported for this design is 112 um. The worst-case clock skew is 0.00821 ns. The chip footprint is 12,600 um2. The number of antenna violations at the first check in global routing is 0. The routed design could run at a clock period as short as just under 7 ns. The number of max-cap violations is 0.

STA reports the tightest min-delay check as being of type register to register. Summing the sequential cell areas from Yosys gives 11.5% of the chip area. The count of input and output buffers is between 40 and 50. The via count normalized by instance count is 5.89. The depth of the worst register-to-register path is 14. The number of cells reported by Yosys stat comes to 845. Following the worst setup path forward leads to its endpoint at M0disp[3]. STA lists the startpoint of the worst register-to-register path as Hct.ct_out[0]. The mapped cell area is between 6000 and 7000 um2. The layout has 998 filler cells.

The maximum level of the CTS H-tree is 2. The post-CTS clock slew at the launch and capture registers of the worst setup and hold paths is 0.07 ns. Recorded from the global router log, the overflow total was 0.

Yosys reports that the leading cell type by area covers a little under an eighth of the netlist area. The CTS log lists the clock sinks for this run as 35. The element type at the critical path end is a primary output. Detailed routing placed a total of 6910 um of wire on met2. The destination of the worst register-to-register timing path is Hct.ct_out[4]. After detailed routing, the number of remaining DRC violations is 0. Across all checked pins, the minimum headroom to the slew limit is between 40 and 50%. TritonRoute output was used to compute an average wire per cell of 14.2 um. The floorplan step defined a core boundary enclosing 11,700 um2.

The leading area contributor after synthesis is dfxtp_1. The leakage power is between 3 and 4 nW. The number of register bits inferred by synthesis is 35.

In the floorplan report the effective utilization is 52.2%. The number of diodes is 0. The start point of the critical path is Alarmset.

The yosys-reported design area after synthesis is 6090 um2. The total wire length is 15,300 um. The worst-margin pin slew is 0.809 ns. On the critical path the data arrives at 5.48 ns.

The final report lists the setup-violating endpoint count as 0. The number of warnings printed during yosys synthesis is 6. According to the floorplan report, the die height is 112 um. The kind of critical path is primary input to primary output. Overall routing resource usage recorded by global route was between 20% and 30%. Per the timing report, the achievable frequency comes out to 145 MHz. The worst path uses 97.3% of the clock period. The post-detailed-route count of antenna-violating nets is 0. The clock latency on the worst-skew pair is about 0.28 ns. In this run the layout overhead on the synthesized area is reported as 21.6%. After detailed routing, the wire length on met1 is around 7600 um.

The cell count of the worst hold path is 2. In the log, the iteration count for the first detailed-route pass is 16. The share of the core filled with cells is 63.4%. Per the power-grid run, VDD falls by no more than 97.8 uV. The worst hold slack after final layout is 0.588 ns. After synthesis, the cell types taking the most area are dfxtp_1 12%, ha_1 12%, xnor2_1 5.6%. After detailed routing, no signal wire sits above met4. The number of global-route vias before repair came to roughly 5,600. The root cell of the clock tree is clkbuf_16.

TritonCTS built the clock tree. The synthesis report gives the async set-or-reset register share as 0%. In the synthesized netlist the dominant register cell turns out to be dfxtp_1. The maximum fanout along the worst path is 5. Across all stage logs, warnings added up to 62. The weighted congestion reported at the end of routability-driven placement is 0.895. The number of buffers created by CTS is 5. The power density normalized to cell area is 89.9 nW/um2. The global-route wire length before repair is 26,000 um. The met3 wirelength from detailed routing is between 600 and 700 um. The run finished with clean final reports. The number of rows created at floorplan is 39.

Per the synthesis report, the number of distinct cell types is 89. The post-DP HPWL is 11,700 um. No sink is reached through more buffers than the 2 on the longest clock path. The floorplan report gives the top-level pin count as 50. Yosys mapped a number of flops with a built-in enable equal to 0. Setup slack on the worst reg-to-reg path comes out at roughly 3.6 ns. The instance tally after logic synthesis is 845. Of the cells placed in the final design, the portion with a size suffix greater than 1 is 16.1%.

The synthesized area per cell is 7.20 um2.
## routing by layer
metal  track usage [%]  up-vias
met5                 0        -
met4              2.76        0
met3              2.48       11
met2              39.7      145
met1              37.0     2944
li1                  -     3265
## registers in the layout, indices dropped and copies added, names as in the netlist
name and flops:
Hct.ct_out 7, Hreg.ct_out 7, Mct.ct_out 7, Mreg.ct_out 7, Sct.ct_out 7
## through the flow
| stage | instances | TNS, ns | cell area, um2 | total power, mW | worst slack, ns |
|---|---|---|---|---|---|
| after floorplan | 845 | 0 | 6090 | 0.339 | 0.571 |
| after global placement | 1070 | -3.63 | 7140 | 0.438 | -0.319 |
| after detailed placement | 1070 | -5.41 | 7140 | 0.440 | -0.394 |
| after CTS | 1078 | 0 | 7300 | 0.664 | 0.0518 |
| after global routing | 1081 | -0.0216 | 7400 | 0.703 | -0.0216 |
| final | 1081 | 0 | 7400 | 0.665 | 0.195 |
## synthesized netlist by cell type (5+ instances only)
cell type,number
a311oi_1,5
a22o_1,6
a21o_1,6
o21a_1,6
inv_1,37
mux2i_1,29
nor3_1,26
a31oi_1,9
mux2_2,11
ha_1,56
a211oi_1,11
or3_1,7
nor2_1,80
clkbuf_1,34
nand2_1,76
nand3_1,39
nor2b_1,12
and2_1,10
nand4_1,14
nor4_1,5
nand2b_1,9
inv_2,5
xor2_1,19
buf_2,9
o22ai_1,10
o211ai_1,16
dfxtp_1,35
xnor2_1,39
nor3b_1,5
o21ai_1,5
o21ai_0,54
a21oi_1,52
## worst min path at each step
stage,start,end
4_1_cts,Mreg.ct_out[1],Mreg.ct_out[1]
5_1_grt,Mreg.ct_out[1],Mreg.ct_out[1]
6_report,Mreg.ct_out[1],Mreg.ct_out[1]
## repair_timing
action                                  CTS  global route
gates resized                             5            18
endpoints found under the hold margin     0             0
hold buffers                              0             0
pin swaps                                 0             4
endpoints found under the setup margin   21            20
buffers inserted                          0             3
## critical path, stage by stage
cell	delay, ns
buf_2	0.19
mux2_2	0.37
nor2_1	0.16
inv_1	0.08
ha_1	0.30
nand2b_1	0.22
a21oi_2	0.20
o221ai_1	0.18
o211ai_1	0.22
nand2_1	0.13
a2111oi_4	0.32
buf_4	0.19
xnor2_2	0.14
inv_2	0.08
ha_1	0.23
nor3b_1	0.33
a311oi_1	0.08
o21ai_0	0.18
clkdlybuf4s50_1	0.49
## cell families (layout without fill, tap and decap cells)
logic type / Yosys count / after routing / synth area share, %
AOI/OAI and AO/OA: 245 / 245 / 27.8
xor gates and xnor gates: 59 / 59 / 8.61
adders and majority gates: 59 / 59 / 12.0
buffers and inverters: 93 / 186 / 6.56
DFF: 35 / 35 / 11.5
muxes: 45 / 45 / 8.51
and+or+nand+nor: 309 / 309 / 24.9
## placed cells by master, fill, tap and decap left out, types with 5 or more instances in the layout
master            n
buf_4            84
nor2_1           79
nand2_1          76
ha_1             56
o21ai_0          53
a21oi_1          50
clkdlybuf4s50_1  48
nand3_1          39
xnor2_1          38
inv_1            37
dfxtp_1          35
mux2i_1          29
nor3_1           26
xor2_1           19
o211ai_1         16
nand4_1          14
nor2b_1          12
mux2_2           11
a211oi_1         11
and2_1           10
o22ai_1          10
nand2b_1          9
a31oi_1           9
or3_1             6
o21a_1            6
o21ai_1           6
a21o_1            6
a22o_1            6
nor3b_1           5
inv_2             5
a311oi_1          5
clkbuf_16         5
## power breakdown
group,internal [mW],switching (mW),total [mW]
clock,0.131,0.0927,0.224
combinational,0.130,0.0982,0.228
sequential,0.201,0.0118,0.213
## cell type report
cell class / count / area (um2) / area share, %
Timing Repair Buffer: 136 / 1150 / 15.6
Tap cell: 143 / 179 / 2.42
Multi-Input combinational cell: 717 / 5060 / 68.4
Clock buffer: 5 / 125 / 1.69
Clock inverter: 3 / 23.8 / 0.321
Sequential cell: 35 / 701 / 9.47
Inverter: 42 / 158 / 2.13
No activity file was given, so power comes from the tool's default toggle rates.
