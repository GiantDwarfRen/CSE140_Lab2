==> config.mk <==
export PLATFORM = sky130hd
export DESIGN_NAME = ct_mod_date
export DESIGN_NICKNAME = ct_mod_date
export VERILOG_FILES = /design/flow/design.v
export SDC_FILE = /design/flow/constraint.sdc
export NUM_CORES = 4
export LEC_CHECK = 1
export CORE_AREA = 10 10 80 80
export DIE_AREA = 0 0 90 90
==> constraint.sdc <==
current_design ct_mod_date

set clk_period 9.1
set clk_io_pct 0.2

create_clock -name clk0 -period $clk_period [get_ports {clk}]

set non_clock_inputs [all_inputs -no_clocks]
set_input_delay [expr $clk_period * $clk_io_pct] -clock clk0 $non_clock_inputs
set_output_delay [expr $clk_period * $clk_io_pct] -clock clk0 [all_outputs]
==> design.v <==
module ct_mod_date #(parameter X = 31, Y = 30, Z = 28)(
	input				clk,
						rst,
						en,
	input[3:0]			month,
	output logic[6:0]	ct_out,
	output logic		z
);
	logic[6:0] next_ct;
	logic[4:0] date_of_month = X;
	always_comb
		if (month == 1 || month == 3 || month == 5 || month == 7 || month == 8 || month == 10 || month == 12)
			date_of_month = X;
		else if (month == 4 || month == 6 || month == 9 || month == 11)
			date_of_month = Y;
		else 
			date_of_month = Z;
	always_ff @(posedge clk)
		ct_out <= next_ct;
	always_comb
		if (rst) 
			next_ct = 1;
		else if (en)
			next_ct = (ct_out) % date_of_month + 1;
		else
			next_ct = ct_out;
	always_comb z = ct_out == (date_of_month);
endmodule
==> run.sh <==
#!/bin/bash
# OpenROAD 26Q1-2900-gdf79404cd8, Yosys 0.63+post, stock flow scripts
make -C /OpenROAD-flow-scripts/flow DESIGN_CONFIG=/design/flow/config.mk WORK_HOME=/design/flow/orfs finish
==> results.toml <==
# physical design summary
[status]
status = "complete, no violations"

[min_path]
min_to = "ct_out[2]"
hp-start = "ct_out[2]"
whs_path_depth = 2
min_path_type = "reg -> reg"

[setup_path]
r2r_slack_ns = 4.04
cp_slowest_cell = "clkdlybuf4s50_1"
path_buffers = 3
rr_endpoint = "ct_out[6]"
cpPeakStageDelay_ns = 0.50
reg2regPathDepth = 19
endpoint_kind = "flip-flop"
critical-path-top-delay-family = "AND-OR/OR-AND gates"
cp.required_ns = 9.19
cp-start-kind = "input port"
cp.arrival_ns = 7.31
crit_chain = "clkdlybuf4s50_1 > inv_1 > a211oi_1 > a21o_1 > inv_1 > ha_1 > o21ai_1 > nand2b_1 > and3_1 > ha_1 > nand4b_1 > a22oi_4 > nand2_1 > a21oi_1 > fa_1 > a21oi_1 > o311ai_4 > nor2_1 > a21oi_1 > ha_1 > and2_1 > a32oi_1 > o311ai_0 > o221ai_1"
crit_fanout = 8
crit_type = "in -> reg"
rr_startpoint = "ct_out[2]"

[floorplan]
num_io_pins = 15
die_w_um = 90
fp_util_pct = 27.1
rows = 25
coreArea_um2 = 4720
dieHeight_um = 90
chip_area_um2 = 8100

[final_layout]
largest_reg_flops = 7
top_register = "ct_out"
drive_above_1_share_pct = 12.9
syn_to_final_growth_pct = 18.8
reg_top3 = "ct_out x7"

[placement]
place_ws_ns = 1.64
portBuffers = 14
globalplace.congestion = 0.889
hpwl_um = 2580

[route]
routedWlPerCell_um = 13.6
viasPerCell = 5.25
diodes = 0
wirelength_um = 3230
drc = 0
drtIter0Drc = 112
firstDrtPassIters = 4
dr_total_vias = 1249
antenna_left = 0

[final_timing]
drv_slew = 0
hold_viol = 0
setup_ws_ns = 1.88
fin_hold_ws_ns = 0.590
relSlewSlack_pct = 69.2
rsz0062_at_grt = "false"
min_period_ns = 7.22
finalSetupTns_ns = 0
tightest_slew_ns = 0.461
setup_violations = 0
finClkSkew_ns = 0.00216
fin_crit_sh_pct = 79.4
fmax_mhz = 138

[yosys]
common_cells = "nor2_1 (11), a21oi_1 (10), ha_1 (10)"
top_cell_area_share_pct = 10.9
yosysUniqueCellTypes = 60
yosysWarnings = 1
ys_async_sr_fraction_pct = 0
synth_cells = 158
edf_count = 0
ys_top_cells_by_area = "dfxtp_1 (11%), ha_1 (9.8%), xnor2_1 (4.8%)"
synth.yosys.num_cells = 158
ff_type = "dfxtp_1"
ys_seq_share_pct = 10.9
syn_area_um2 = 1280
syn_avg_cell_area_um2 = 8.10
most_common_cell = "nor2_1"
yosys_area_um2 = 1280
yosys.area.top_type = "dfxtp_1"
ys_ff = 7

[global_routing]
overflow = 0
grt_usage_pct = 7.88
grt_max_degree = 15
grt_antenna_before_repair = 0
grt_pass1_wl_um = 5630
grt_pass1_vias = 1168

[clock_tree]
clock_latency_ns = 0.23
max-clock-path-buffers = 2
path_clk_slew_ns = 0.04
cts_tree = "built"
root_buffer = "clkbuf_8"
post_cts_buffers = 0
post_cts_resize_count = 0
hold_buffers = 0
clkSinkCount = 7
cts_max_level = 1
cts_buffers = 3

[job]
maxCapViolCount = 0
tool_warnings = 27

[power]
ir_drop_mv = 0.133
power_density_nw_per_um2 = 204
leakage_nw = 0.565
power_w = 0.000310
## worst reg2reg max path: cells and delay by family (launching register included)
family / cells / cell delay, ns
compound gates: 9 / 2.34
fa+ha+maj: 4 / 1.21
simple gates: 6 / 0.91
flops: 1 / 0.45
## cell usage in the layout (no fill, tap or decap), types with 2 or more instances in the layout
cell             count
nor3_1               4
nand2_1              7
ha_1                10
a32oi_1              2
o21ai_0              6
and2_2               3
clkdlybuf4s50_1     14
nor2b_1              3
or3_1                3
a21oi_1             10
o31ai_1              2
inv_1                8
clkbuf_8             3
o2111ai_2            2
o211ai_1             3
and2_1               2
nand3_1              6
a211oi_1             4
nor2_1              11
a211oi_2             2
o21bai_1             2
dfxtp_1              7
nand4b_1             3
nor4_1               2
o21a_1               2
xor2_1               4
a21o_1               3
nand2b_1             5
xnor2_1              7
## routing by layer
metal / GRT usage (%) / up-vias / wire length [um]
li1: - / 634 / -
met1: 11.9 / 578 / 1590
met2: 11.7 / 35 / 1470
met3: 1.51 / 2 / 165
met4: 0.531 / 0 / 7
met5: 0 / - / 0
## logic make-up after synthesis
kind of cell	count (synthesis)	share of synthesized area (%)
muxes	1	0.782
DFF	7	10.9
adders and majority gates	11	11.3
AOI/OAI and AO/OA	58	38.9
xor gates and xnor gates	11	7.53
and+or+nand+nor	56	25.3
buffers and inverters	14	5.18
## area by class of cell
| cell class | instances | area [um^2] |
|---|---|---|
| flip-flops and latches | 7 | 140 |
| multi-input cells | 137 | 1070 |
| well taps | 67 | 83.8 |
| inverters | 8 | 30.0 |
| clock buffers | 4 | 45.0 |
| repair buffers | 15 | 148 |
| fillers | 503 | 3200 |
## per-stage QoR
| step | utilization [%] | std cells | instance area (um^2) |
|---|---|---|---|
| finish | 32.2 | 238 | 1520 |
| global route | 32.2 | 238 | 1520 |
| CTS | 32.2 | 238 | 1520 |
| detailed placement | 31.2 | 234 | 1480 |
| global placement | 31.2 | 234 | 1480 |
| floorplan | - | 158 | 1280 |
## report_power, final
group          switching, W  internal [W]
sequential        0.0000166     0.0000375
combinational      0.000117     0.0000947
clock             0.0000136     0.0000303
## worst max path at each step
stage                  endpoint      from  slack, ns  depth (start not counted)
after CTS             ct_out[6]  month[3]       1.89                         24
after global routing  ct_out[6]  month[3]       1.35                         24
final                 ct_out[6]  month[3]       1.88                         24
